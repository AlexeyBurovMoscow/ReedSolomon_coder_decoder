## run.sh

```bash
#!/bin/bash
# OpenROAD 26Q1-2900-gdf79404cd8, Yosys 0.63+post, stock flow scripts
make -C /OpenROAD-flow-scripts/flow DESIGN_CONFIG=/design/flow/config.mk WORK_HOME=/design/flow/orfs finish
```

## config.mk

```make
export PLATFORM = sky130hd
export DESIGN_NAME = Err_Module
export DESIGN_NICKNAME = Err_Module
export VERILOG_FILES = /design/flow/design.v
export SDC_FILE = /design/flow/constraint.sdc
export NUM_CORES = 4
export LEC_CHECK = 1
export CORE_UTILIZATION = 50
```

## constraint.sdc

```tcl
current_design Err_Module

set clk_period 1.0
set clk_io_pct 0.2

create_clock -name clk0 -period $clk_period [get_ports {clk}]
create_clock -name clk1 -period $clk_period [get_ports {start_impulse}]

set non_clock_inputs [all_inputs -no_clocks]
set_input_delay [expr $clk_period * $clk_io_pct] -clock clk0 $non_clock_inputs
set_output_delay [expr $clk_period * $clk_io_pct] -clock clk0 [all_outputs]
```

## design.v

```verilog
module Err_Module (start_impulse, clk, Data_in,
								Data_out,err, start_imp);
input start_impulse;
input [3:0] Data_in;
input clk;
output reg err = 1'b0;
output reg [3:0] Data_out = 4'b0000;
output reg start_imp = 1'b0; 
wire end_of_work;
reg start_work = 1'b0;
reg device_in_work = 1'b0;
reg reset_device = 1'b0;
integer i = 0;
integer err_cntr = 0;
always @ (posedge start_impulse or posedge end_of_work)
begin
		if (end_of_work)
		begin
		start_work = 1'b0;
		end
		else
		begin
		start_work = 1'b1;
		end
end
always @ (posedge clk)
begin
	case (start_work)
	1:
	begin
	device_in_work = 1'b1;
	end
	0:
	begin
	device_in_work = 1'b0;		
	end
	default:
	begin
	device_in_work = 1'b0;
	end
	endcase
	if (device_in_work==1'b1)
			begin
					if (i<17)			
					begin
								case(i)					 
								0:						 
								begin					 
								err = 1'b0;				 
								start_imp = 1'b1;		
								i = i + 1;
								end
								1:
								begin				
								start_imp = 1'b0;	
								err_cntr = err_cntr + 1;
								err = 1'b1;											
								i = i + 1;
								end
								2:
								begin				
								err = 1'b0;
								i = i + 1;
								end
								3:
								begin				
								err = 1'b0;
								i = i + 1;
								end
								4:
								begin				
								err_cntr = err_cntr + 1;
								err = 1'b1;
								i = i + 1;
								end
								5:
								begin
								err = 1'b0;
								i = i + 1;
								end
								6:
								begin
								err = 1'b0;				
								i = i + 1;
								end
								7:
								begin	
								err = 1'b0;			
								i = i + 1;
								end
								8:
								begin
								err = 1'b0;				
								i = i + 1;
								end
								9:
								begin
								err = 1'b0;				
								i = i + 1;
								end
								10:
								begin	
								err = 1'b0;				
								i = i + 1;
								end
								11:
								begin
								err = 1'b0;				
								i = i + 1;								
								end
								12:
								begin
								err = 1'b0;				
								i = i + 1;								
								end
								13:
								begin
								err = 1'b0;				
								i = i + 1;								
								end
								14:
								begin
								err = 1'b0;				
								i = i + 1;								
								end
								15:
								begin
								err = 1'b0;
								i = i + 1;
								reset_device = 1'b1;
								end
								16:
								begin
								err = 1'b0;
								err_cntr = 0;
								Data_out = 	4'b0000;				
								reset_device = 1'b0;
								i = i + 1;
								end
								default: 
								begin
								Data_out = 	4'b0000;
								i = 0;
								reset_device = 1'b0;
								device_in_work = 1'b0;
								end
								endcase
					end
					else
					begin
					i = 0; 
					device_in_work = 1'b0;
					end
					case (err)
					1'b0:	
					begin 
					Data_out = Data_in; 
					end
					1'b1: 
					begin
						if (err_cntr == 1)				 
						begin							 
							Data_out[0] = Data_in[0]; 	 
							Data_out[1] = Data_in[1]; 	 
							Data_out[2] = Data_in[2]; 	 
							Data_out[3] = ~Data_in[3];
						end
						if (err_cntr == 2)
						begin
							Data_out[0] = Data_in[0]; 
							Data_out[1] = Data_in[1]; 
							Data_out[2] = Data_in[2]; 
							Data_out[3] = ~Data_in[3];					
						end
					end		
					default:
					begin 
					Data_out = Data_in;
					end
					endcase
			end
end	
assign end_of_work = device_in_work && reset_device;								
endmodule
```

==> results.yml <==
# yosys + openroad results
logic_synthesis:
  synth-cells-yosys: 397
  yosys.stat.seqShare: 0.525
  synth_cells: 397
  area_leaders: "sky130_fd_sc_hd__edfxtp_1 51%, sky130_fd_sc_hd__o21ai_0 4.2%, sky130_fd_sc_hd__nand2_1 3.3%"
  postSynthRegisterBits: 73
  edf_count: 71
  synth.top_cells.by_count: "71 x sky130_fd_sc_hd__edfxtp_1, 37 x sky130_fd_sc_hd__nand2_1, 35 x sky130_fd_sc_hd__o21ai_0"
  yosys_warnings: 1
  synth_cell_types: 66
  asr_flop_ratio_synth: 0.0137
  synth_chip_area_sq_um: 4150
  synth_area_per_cell_sq_um: 10.5
  yosys.cell_count.top_type: "sky130_fd_sc_hd__edfxtp_1"
  largest_area_contributor_in_the_netlist: "sky130_fd_sc_hd__edfxtp_1"
  syn_area_sq_um: 4150
  ff_type: "sky130_fd_sc_hd__edfxtp_1"
  top_area_frac: 0.514
global_route:
  global_route.usage.met2: 0.428
  gr-usage-met1: 0.436
  wire_length_of_the_first_global_routing_pass_microns: 17300
  most_utilized_layer_in_the_global_route_result: "met1"
  number_of_global_route_vias_before_repair: 3655
  global_route.overflow_total: 0
  grt_max_degree: 31
  grt_util_all_layers: 0.274
  use_met3: 0.0496
  initial_antenna_violation_count: 0
timing:
  worst_slack_ps: -2330
  timing.final.hold_violations: 0
  grt_setup_unrepaired: "yes"
  fin_setup_tns_ps: -73140
  final-max-slew-violation-count: 0
  finClkSkew_ps: 15.8
  final-setup-viol-count: 57
power:
  power_per_cell_area_nw_per_um2: 1140
  post-layout-total-power_mw: 6.97
  p_leak_nw: 2.47
  ir_worst_vdd_v: 0.00133
die:
  die_height_microns: 93.1
  die_w_microns: 93.1
  rows: 32
  core-area_sq_um: 7890
  chip_area_sq_um: 8670
  fp-utilization: 0.526
  floorplan.io_pins: 12
routing:
  detail_route.wl_per_cell_microns: 15.6
  final_antenna_net_count: 0
  dr_total_vias: 3776
  drt_drc_violations_left: 0
  drt_iter0_drc: 225
  post_drt_via_cell_ratio: 5.57
  postRouteWirelength_microns: 10600
  antenna_cells: 0
  detailedRoute.firstPassIterationCount: 5
worst_setup_path:
  setup.worst_path.class: "reg2reg"
  critical_path_required_ps: 1030
  regToRegStartpoint: "i[0]"
  critical_path_arrival_ps: 3360
  max_incr_delay_on_cp_ps: 570
  r2r_end: "Data_out[3]"
  critPathCaptureType: "flop"
  worstPathCellList: "inv_2 -> ha_4 -> mux2_4 -> nand2_4 -> buf_4 -> o32a_1 -> o22ai_1 -> o21ai_0 -> or4_1 -> or4_4 -> o31ai_4"
  worst_setup_path_start_kind: "flop"
  setup.worst_path.start: "i[0]"
  r2r_cell_count: 11
  cp_slowest_cell: "sky130_fd_sc_hd__or4_4"
  worst_path_max_fanout: 11
  setup.reg_to_reg.worst_slack_ps: -2330
place:
  placement.cell_area_sq_um: 5560
  gpl.final_weighted_congestion: 0.936
  dp_hpwl_microns: 7450
  detailedPlace.worstSlack_ps: -2380
  place.port_buffers: 10
flow_run:
  maxCapViolations: 0
  warnings: 36
clocking:
  cts_buffer_depth: 2
  ctsRootBufferMaster: "sky130_fd_sc_hd__clkbuf_8"
  path_clk_slew_ps: 80
  cts_max_level: 3
  cts_inserted_buffers: 9
  cts_tree: "done"
run_status:
  result_of_the_run: "finished with violations"
  violations: "setup timing"
layout:
  fill_cells: 505
  logic_area_sq_um: 2290
  final_design_area_no_fill_sq_um: 6100
  flop_area_sq_um: 2180
  fraction_of_final_layout_cells_with_drive_strength_greater_than_1: 0.429
  synthToLayoutAreaGrowth_pct: 47.1
hold_path:
  min_path_type: "reg2async"
==> worst max-delay path by stage <==
stage / slack [ps] / end
CTS: -2320 / Data_out[3]
finish: -2330 / Data_out[3]
global route: -2460 / Data_out[0]
==> logic make-up (layout without fill, tap and decap cells) <==
logic type | Yosys count | in the layout | share of synthesized area
buffers and inverters | 32 | 184 | 0.0335
adder cells (fa/ha/maj) | 6 | 6 | 0.0181
flip-flops | 73 | 73 | 0.525
AND-OR/OR-AND | 101 | 102 | 0.157
other | 2 | 28 | 0.00181
AND/OR/NAND/NOR | 171 | 171 | 0.238
XOR/XNOR | 9 | 9 | 0.0190
multiplexers | 3 | 3 | 0.00754
==> critical path, delay by kind of cell, from the launching register on <==
kind	cells	cell delay, ps
AND/OR/NAND/NOR	3	1030
AND-OR/OR-AND	4	880
flip-flops	1	460
buffers and inverters	2	320
multiplexers	1	170
adder cells (fa/ha/maj)	1	150
==> repair_timing <==
action / 4_1_cts / 5_1_grt
setup buffers: 5 / 4
gates resized: 45 / 53
pin swaps: 10 / 3
gates cloned: 1 / 0
hold buffers: 0 / 0
setup endpoints to repair: 57 / 57
==> where the power goes <==
part / switching, mW / leakage (nW) / internal [mW]
clock network: 1.09 / 0.103 / 1.38
registers: 0.0952 / 0.719 / 3.54
logic: 0.439 / 1.64 / 0.434
total: 1.62 / 2.47 / 5.35
==> layout make-up <==
cell class              instances  area share
clock buffers                   9      0.0203
clock inverters                 6      0.0139
inverters                       9     0.00554
multi-input cells             319       0.375
flip-flops and latches         73       0.357
well taps                     102      0.0209
repair buffers                160       0.207
==> registers in the layout (all words and copies together) (netlist names) <==
| signal | cells |
|---|---|
| i | 32 |
| start_imp | 1 |
| err_cntr | 32 |
| err | 1 |
| Data_out | 4 |
| reset_device | 1 |
| start_work | 1 |
| device_in_work | 1 |
==> per-stage QoR <==
step | std cells | hold slack (ps) | utilization
after floorplan | 423 | 20.5 | -
after global placement | 654 | 31.0 | 0.705
after detailed placement | 654 | 31.3 | 0.705
after CTS | 675 | 402 | 0.750
after global routing | 678 | 426 | 0.774
final | 678 | 386 | 0.774
==> routing by layer <==
metal  up-vias  share of wire
met5         -              0
met4         0          0.031
met3        30          0.053
met2       105           0.47
met1      1767           0.45
li1       1874              -
==> placed cells by master (no fill, tap or decap), types with 4 or more instances in the layout <==
master and n:
sky130_fd_sc_hd__buf_2 5, sky130_fd_sc_hd__clkbuf_8 9, sky130_fd_sc_hd__clkdlybuf4s50_1 4, sky130_fd_sc_hd__a31oi_1 5, sky130_fd_sc_hd__o31ai_1 5, sky130_fd_sc_hd__buf_6 8, sky130_fd_sc_hd__edfxtp_1 71, sky130_fd_sc_hd__conb_1 28
sky130_fd_sc_hd__inv_1 7, sky130_fd_sc_hd__o31ai_2 6, sky130_fd_sc_hd__and3_1 12, sky130_fd_sc_hd__a21oi_1 15, sky130_fd_sc_hd__and4_1 5, sky130_fd_sc_hd__nand2_1 30, sky130_fd_sc_hd__nor3_1 4, sky130_fd_sc_hd__xnor2_1 5
sky130_fd_sc_hd__nor2_1 27, sky130_fd_sc_hd__nand4_1 10, sky130_fd_sc_hd__o211ai_1 4, sky130_fd_sc_hd__o21ai_2 15, sky130_fd_sc_hd__a21oi_2 4, sky130_fd_sc_hd__o21ai_1 9, sky130_fd_sc_hd__nand2_2 5, sky130_fd_sc_hd__nand3_1 25
sky130_fd_sc_hd__and2_1 4, sky130_fd_sc_hd__buf_4 140, sky130_fd_sc_hd__nor4_2 8, sky130_fd_sc_hd__o21ai_0 12
Power figures rest on the tool's default switching activity, not on a simulated workload.
