**flow/run.sh**
```bash
#!/bin/bash
# OpenROAD 26Q1-2900-gdf79404cd8, Yosys 0.63+post, stock flow scripts
make -C /OpenROAD-flow-scripts/flow DESIGN_CONFIG=/design/flow/config.mk WORK_HOME=/design/flow/orfs finish
```
**flow/config.mk**
```make
export PLATFORM = sky130hd
export DESIGN_NAME = Data_Source
export DESIGN_NICKNAME = Data_Source
export VERILOG_FILES = /design/flow/design.v
export SDC_FILE = /design/flow/constraint.sdc
export NUM_CORES = 4
export LEC_CHECK = 1
export CORE_UTILIZATION = 30
```
**flow/constraint.sdc**
```tcl
current_design Data_Source

set clk_period 1.0
set clk_io_pct 0.2

create_clock -name clk0 -period $clk_period [get_ports {clk}]
create_clock -name clk1 -period $clk_period [get_ports {start_impulse}]

set non_clock_inputs [all_inputs -no_clocks]
set_input_delay [expr $clk_period * $clk_io_pct] -clock clk0 $non_clock_inputs
set_output_delay [expr $clk_period * $clk_io_pct] -clock clk0 [all_outputs]
```
**flow/design.v**
```verilog
module Data_Source(start_impulse, clk, 
                 Data_out, end_of_work);
input start_impulse;
input clk;
output reg [0:3] Data_out = 4'b0000;
output wire end_of_work;
reg start_work = 1'b0;
reg device_in_work = 1'b0;
reg reset_device = 1'b0;
integer i = 0;		
always @ (posedge start_impulse or posedge end_of_work)
begin
		if (end_of_work)
		begin
		start_work = 1'b0;
		end
		else
		begin
		start_work = 1'b1;
		end
end
always @ (posedge clk)
begin
	case (start_work)
	1:
	begin
	device_in_work = 1'b1;
	end
	0:
	begin
	device_in_work = 1'b0;		
	end
	default:
	begin
	device_in_work = 1'b0;
	end
	endcase
	if (device_in_work==1'b1)
			begin
					if (i<13)			
					begin
								case(i)
								0:
								begin
								Data_out = 					4'b1000;		 
								i = i + 1;
								end
								1:
								begin
								Data_out =					4'b0100;		 
								i = i + 1;
								end
								2:
								begin
								Data_out = 					4'b1100;		 
								i = i + 1;
								end
								3:
								begin
								Data_out =					4'b0010;		 
								i = i + 1;
								end
								4:
								begin
								Data_out = 					4'b1010;		 
								i = i + 1;
								end
								5:
								begin
								Data_out = 					4'b0110;		 
								i = i + 1;
								end
								6:
								begin
								Data_out = 					4'b1110;		 
								i = i + 1;
								end
								7:
								begin
								Data_out = 					4'b0001;		 
								i = i + 1;
								end
								8:
								begin
								Data_out = 					4'b1001;		 
								i = i + 1;
								end
								9:
								begin
								Data_out = 					4'b0101;		 
								i = i + 1;
								end
								10:
								begin
								Data_out = 					4'b1101;		 
								i = i + 1;
								end
								11:
								begin
								Data_out = 					4'b0000;
								reset_device = 1'b1;
								i = i + 1;
								end
								default: 
								begin
								Data_out = 					4'b0000;
								i = 0;
								reset_device = 1'b0;
								end
								endcase
					end
					else
					begin
					i = 0; 
					device_in_work = 1'b0;
					end
			end
end	
assign end_of_work = device_in_work && reset_device;
endmodule
```
==> flow_metrics.tcl <==
# metrics dict for downstream scripts
set metrics [dict create \
    status "finished, violations left" \
    violations "setup timing" \
    synth_cell_type_count 30 \
    drc 0 \
    synth-edff-count 37 \
    synthCells 101 \
    powerDensity_mw_per_mm2 1670 \
    critPathSlowestCell "or4_4" \
    ys_ff 39 \
    detail-route-antenna-nets 0 \
    design.core.area_sq_mm 0.00488 \
    postCtsHoldBufs 0 \
    num_io_pins 7 \
    first_pass_iters 4 \
    skew_ns 0.00632 \
    fin_ws_ns -0.853 \
    grt_max_degree 33 \
    path_cells "or4_4, or3_4, a21boi_4" \
    die_y_um 74.2 \
    flop_cell "edfxtp_1" \
    fp_util 0.321 \
    routed_wl_um 2280 \
    synth.avg_cell_area_sq_um 15.5 \
    leakagePower_nw 0.809 \
    final_cell_area_sq_mm 0.00214 \
    slew_violations 0 \
    grt_pass1_vias 971 \
    hold_viol_final 0 \
    hold_ws_ns 0.596 \
    arrival_ns 1.83 \
    rsz0062_at_grt "yes" \
    wl_per_cell_um 10.2 \
    syn-cell-area_sq_mm 0.00156 \
    antenna_cells 0 \
    setup_viol 16 \
    vias 912 \
    power.ir.vdd_worst_mv 1.13 \
    seq_area_frac_synth 0.739 \
    clk_pin_slew_ns 0.07 \
    place_area_sq_mm 0.00191 \
    grt_pass1_wl_um 4020 \
    die_w_um 74.2 \
    cts-root-buf "clkbuf_8" \
    drt_iter0_markers 21 \
    syn2layout_area_growth_pct 36.6 \
    dpl.hpwl_um 1450 \
    drive_gt1_frac 0.335 \
    place_congestion 0.795 \
    yosys_warnings 1 \
    max-cap-violations 0 \
    criticalPathCategory "reg -> reg" \
    grt_overflow_total 0 \
    crit_path_start_kind "flip-flop" \
    vias_per_cell 4.05 \
    cts_buffers 5 \
    rows 25 \
    antenna_found_initial 0 \
    ys_area_sq_mm 0.00156 \
    cp_max_fo 8 \
    portBuffers 5 \
    grt_usage 0.101 \
    critPathRequiredTime_ns 0.98 \
    synthArstFlopShare 0.0256 \
    ys_cells 101 \
    chipArea_sq_mm 0.00551 \
    finalSetupTns_ns -12.11 \
    h-tree-depth 2 \
    cts_tree "built" \
    end_kind "flip-flop" \
    warning_count 34 \
    max-clock-path-buffers 2 \
    hold_path.class "reg -> reg" \
    cpPeakStageDelay_ns 0.53 \
]
## cells in the final DEF, fill, tap and decap left out, drive strengths merged
cell,n
nor2b,3
nor2,9
dfrtp,1
a31oi,1
a21oi,1
o21bai,1
nand4,1
and2,1
edfxtp,37
a22oi,1
a21boi,3
o31ai,1
clkinv,1
nor4,9
or3,2
a221o,1
dfxtp,1
conb,29
o22ai,1
or4,1
a21o,1
clkbuf,5
a2111oi,1
nand2,3
nor3,5
buf,25
inv,5
bufinv,2
mux2i,1
ha,5
## area by class of cell
| cell class | instances | area, sq um |
|---|---|---|
| clock inverters | 3 | 63.8 |
| repair buffers | 25 | 190 |
| multi-input cells | 81 | 551 |
| inverters | 5 | 18.8 |
| clock buffers | 5 | 68.8 |
| well taps | 67 | 83.8 |
| fillers | 450 | 2740 |
| flip-flops and latches | 39 | 1160 |
## cells by family after synthesis
family / Yosys count / share of synthesized area
AND-OR/OR-AND: 12 / 0.0624
adder cells (fa/ha/maj): 5 / 0.0400
buffers and inverters: 8 / 0.0240
flip-flops: 39 / 0.739
multiplexers: 1 / 0.00640
other: 2 / 0.00480
AND/OR/NAND/NOR: 34 / 0.123
## metrics by stage
step           power, W  instances  worst slack (ns)  utilization
6_report        0.00357        225            -0.853        0.438
5_1_grt         0.00373        225            -0.907        0.438
4_1_cts         0.00362        230            -0.874        0.440
3_5_place_dp    0.00210        212            -0.855        0.392
3_3_place_gp    0.00209        212            -0.843        0.392
2_1_floorplan   0.00203        128            -0.890            -
## report_power, final
part / internal [W] / switching, W / leakage [nW] / total (W)
clock network: 0.000987 / 0.000500 / 0.0658 / 0.00149
registers: 0.00188 / 0.0000273 / 0.382 / 0.00190
logic: 0.0000772 / 0.000105 / 0.361 / 0.000182
## registers in the layout (all words and copies together), names as in the netlist
register / flops
reset_device: 1
device_in_work: 1
Data_out: 4
i: 32
start_work: 1
## synth_stat cells, drive strengths merged (2+ instances only)
cell | instances | area, sq um
conb | 2 | 7.51
a21boi | 3 | 22.5
nor3 | 5 | 25.0
nor2 | 9 | 33.8
inv | 5 | 18.8
ha | 5 | 62.6
nand2 | 3 | 11.3
nor2b | 3 | 18.8
clkbuf | 2 | 7.51
nor4 | 9 | 62.6
edfxtp | 37 | 1110
or3 | 2 | 17.5
## worst max-delay path: cells and delay by family (launching register included)
family	cells	cell delay (ns)
flops	1	0.36
compound gates	1	0.20
simple gates	2	0.98
## path summary, 6_finish.rpt
| kind | startpoint | to | slack [ns] | depth (start not counted) |
|---|---|---|---|---|
| worst max register to register | i[7]$_SDFFCE_PN0P_ | Data_out[1]$_DFFE_PP_ | -0.85 | 3 |
| min in group asynchronous | device_in_work$_SDFF_PN0_ | start_work$_DFF_PP0_ | 0.70 | 5 |
| worst min-delay path | start_work$_DFF_PP0_ | device_in_work$_SDFF_PN0_ | 0.60 | 3 |
| max in group asynchronous | reset_device$_DFFE_PP_ | start_work$_DFF_PP0_ | 0.12 | 5 |
| worst max-delay path | i[7]$_SDFFCE_PN0P_ | Data_out[1]$_DFFE_PP_ | -0.85 | 3 |
| worst min register to register | start_work$_DFF_PP0_ | device_in_work$_SDFF_PN0_ | 0.60 | 3 |
## layer usage
layer  GRT usage  up-vias  routed length (um)
met4     0.00855        0                   0
met3      0.0371        0                 121
met5           0        -                   0
met1       0.140      425                1100
li1            -      466                   -
met2       0.169       21                1060
## timing repair
action | 4_1_cts | 5_1_grt
buffers inserted | 10 | 0
endpoints found under the setup margin | 20 | 20
pin swaps | 2 | 3
gates resized | 28 | 11
No activity file was given, so power comes from the tool's default toggle rates.
